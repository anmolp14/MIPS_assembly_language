--- /design/flow/run.sh ---
#!/bin/bash
# OpenROAD 26Q1-2900-gdf79404cd8, Yosys 0.63+post, stock flow scripts
make -C /OpenROAD-flow-scripts/flow DESIGN_CONFIG=/design/flow/config.mk WORK_HOME=/design/flow/orfs finish
--- /design/flow/config.mk ---
export PLATFORM = sky130hd
export DESIGN_NAME = processordisp
export DESIGN_NICKNAME = processordisp
export VERILOG_FILES = /design/flow/design.v
export SDC_FILE = /design/flow/constraint.sdc
export NUM_CORES = 4
export LEC_CHECK = 1
export CORE_UTILIZATION = 50
--- /design/flow/constraint.sdc ---
current_design processordisp

set clk_period 6.8
set clk_io_pct 0.2

create_clock -name clk0 -period $clk_period [get_ports {clk}]

set non_clock_inputs [all_inputs -no_clocks]
set_input_delay [expr $clk_period * $clk_io_pct] -clock clk0 $non_clock_inputs
set_output_delay [expr $clk_period * $clk_io_pct] -clock clk0 [all_outputs]
--- /design/flow/design.v ---
`timescale 1ns / 1ps
module alu4 (
	    input wire [1:0]  ALUctl,
	    input wire [3:0]  A,B,
	    output wire [3:0] ALUOut,
	    output wire       ZF,
	    output wire       CF,
	    output 	      SF
);
   reg [4:0] 		      actualOut;
   assign ALUOut = actualOut;
   assign ZF = ($signed(actualOut)==0);
   assign CF = ($signed(actualOut) > 7 || $signed(actualOut) < -8);
   assign SF = ($signed(actualOut) < 0);
   always @(ALUctl, A, B)  
     case (ALUctl)
       0: actualOut <= A & B;
       1: actualOut <= A | B;
       2: actualOut <= $signed(A) + $signed(B);
       3: actualOut <= $signed(A) - $signed(B);
       default: actualOut <= 0;
     endcase
endmodule
`timescale 1ns / 10ps
module regfile (
	input wire clk, w_enable,
	input wire [3:0] rr1, rr2,
	input wire [3:0] wr, wdata,
	output reg [3:0] out1, out2
);
	reg [3:0] r0;
	reg [3:0] r1;
	reg [3:0] r2;
	reg [3:0] r3;
	reg [3:0] r4;
	reg [3:0] r5;
	reg [3:0] r6;
	reg [3:0] r7;
	reg [3:0] r8;
	reg [3:0] r9;
	reg [3:0] r10;
	reg [3:0] r11;
	reg [3:0] r12;
	reg [3:0] r13;
	reg [3:0] r14;
	reg [3:0] r15;
	always @(posedge clk)
	begin
		case(rr1)
		0: out1 = r0;
		1: out1 = r1;
		2: out1 = r2;
		3: out1 = r3;
		4: out1 = r4;
		5: out1 = r5;
		6: out1 = r6;
		7: out1 = r7;
		8: out1 = r8;
		9: out1 = r9;
		10: out1 = r10;
		11: out1 = r11;
		12: out1 = r12;
		13: out1 = r13;
		14: out1 = r14;
		15: out1 = r15;
		default: out1 = r0;
		endcase
		case(rr2)
		0: out2 = r0;
		1: out2 = r1;
		2: out2 = r2;
		3: out2 = r3;
		4: out2 = r4;
		5: out2 = r5;
		6: out2 = r6;
		7: out2 = r7;
		8: out2 = r8;
		9: out2 = r9;
		10: out2 = r10;
		11: out2 = r11;
		12: out2 = r12;
		13: out2 = r13;
		14: out2 = r14;
		15: out2 = r15;
		default: out2 = r0;
		endcase
		if (w_enable == 1)
		begin
			case(wr)
			0: r0 = wdata;
			1: r1 = wdata;
			2: r2 = wdata;
			3: r3 = wdata;
			4: r4 = wdata;
			5: r5 = wdata;
			6: r6 = wdata;
			7: r7 = wdata;
			8: r8 = wdata;
			9: r9 = wdata;
			10: r10 = wdata;
			11: r11 = wdata;
			12: r12 = wdata;
			13: r13 = wdata;
			14: r14 = wdata;
			15: r15 = wdata;
			default: r0 = wdata;
			endcase
		end
	end
endmodule
`timescale 1ns/10ps
module processor(input wire [2:0] opcode,
		 input wire [3:0] inp1, inp2,
		 input wire clk,
		 input wire reg_w_enable,
		 output wire SF, ZF, CF,
		 output wire [3:0] result,
		 output wire invalid_op
		 );
   wire [3:0] 		     out1, out2;
   assign invalid_op = (opcode != 3'b100) &&
		       (opcode != 3'b000) &&
		       (opcode != 3'b001) &&
		       (opcode != 3'b010) &&
		       (opcode != 3'b011);
   assign w_enable = !invalid_op && opcode[2] && reg_w_enable;
   regfile my_reg(.clk(clk), .w_enable(w_enable),
		  .rr1(inp1), .rr2(inp2),
		  .wr(inp1), .wdata(inp2),
		  .out1(out1), .out2(out2)
		  );
   alu4 my_alu(.ALUctl(opcode[1:0]),
	       .A(out1), .B(out2),
	       .ZF(ZF), .CF(CF), .SF(SF),
	       .ALUOut(result)
	       );
endmodule
`timescale 1ns/10ps
module processordisp (
			  output reg 	   sf_e, e, rs, rw, d, c, b, a,
			  input 	   pb1, pb2, pb3, pb4, clk,
			  input wire [3:0] sw,
			  output wire 	   SF, CF, ZF, invalid_op
			  );
   reg [26:0] 				   count;
   reg [5:0] 				   code;
   reg 					   refresh;
   reg [3:0] 				   inp1 = 4'b0000;
   reg [3:0] 				   inp2 = 4'b0000;
   reg [2:0] 				   opcode = 3'b111;
   wire 				   sign, zero, carry;
   wire [3:0] 				   result;
	wire [3:0]              r2;
   assign SF = sign;
   assign ZF = zero;
   assign CF = carry;
	reg [15:0] hexout;
	assign r2 = sign == 1 ? ~result + 1 : result[2:0];
   processor uut(.opcode(opcode),
		 .inp1(inp1), .inp2(inp2),
		 .clk(clk), .reg_w_enable(pb4),
		 .SF(sign), .ZF(zero), .CF(carry),
		 .result(result),
		 .invalid_op(invalid_op));
   always@(posedge clk) begin
      if (pb1 == 1)
        inp1 = sw;
      if (pb2 == 1)
	inp2 = sw;
      if (pb3 == 1)
	opcode = sw[2:0];
      count <= count + 1;
	begin
	     if (opcode == 3'b010 || opcode == 3'b011)
	       begin
		  case (r2)
		    0: hexout = 16'h2320;
                1: hexout = 16'h2321;
                2: hexout = 16'h2322;
                3: hexout = 16'h2323;
                4: hexout = 16'h2324;
                5: hexout = 16'h2325;
                6: hexout = 16'h2326;
                7: hexout = 16'h2327;
                8: hexout = 16'h2328;
                9: hexout = 16'h2329;
                10: hexout = 16'h2421;
                11: hexout = 16'h2422;
                12: hexout = 16'h2423;
                13: hexout = 16'h2424;
                14:hexout = 16'h2425;
                15:hexout = 16'h2426;
                default: hexout = 0;
		  endcase
	       end
	     else
	       begin
		  case (result)
		    0: hexout = 16'h2320;
                1: hexout = 16'h2321;
                2: hexout = 16'h2322;
                3: hexout = 16'h2323;
                4: hexout = 16'h2324;
                5: hexout = 16'h2325;
                6: hexout = 16'h2326;
                7: hexout = 16'h2327;
                8: hexout = 16'h2328;
                9: hexout = 16'h2329;
                10: hexout = 16'h2421;
                11: hexout = 16'h2422;
                12: hexout = 16'h2423;
                13: hexout = 16'h2424;
                14:hexout = 16'h2425;
                15:hexout = 16'h2426;
                default: hexout = 0;
		  endcase
	       end
	  end
      case (count [26:21])  
	0: code <= 6'h03;  
	1: code <= 6'h03;  
	2: code <= 6'h03;  
	3: code <= 6'h02;  
	4: code <= 6'h02;  
	5: code <= 6'h08;  
	6: code <= 6'h00;  
	7: code <= 6'h06;  
	8: code <= 6'h00;  
	9: code <= 6'h0C;  
	10: code <= 6'h00;  
	11: code <= 6'h01;  
	12: code <= hexout[13:8];
	13:code <= hexout[5:0];
	14: code <= 6'h21;  
	default: code <= 6'h10;  
      endcase
      refresh <= count[ 20 ];  
      sf_e <= 1; e <= refresh;
      rs <= code[5]; rw <= code[4];
      d <= code[3]; c <= code[2];
      b <= code[1]; a <= code[0];
   end
endmodule
==> metrics.txt <==
# HELP chip_impl_metric Physical implementation figures
# TYPE chip_impl_metric gauge
chip_impl_info{name="worst_r2r_endpoint",value="code[0]"} 1
chip_impl_metric{name="finalClockPeriodUsage",unit=""} 0.744
chip_impl_metric{name="ctsResizeCount",unit=""} 0
chip_impl_metric{name="place_congestion",unit=""} 0.974
chip_impl_info{name="hold_worst_path_end",value="b"} 1
chip_impl_metric{name="synthDistinctLibCells",unit=""} 69
chip_impl_metric{name="ys_async_sr_fraction",unit=""} 0
chip_impl_metric{name="sum_of_net_half_perimeters_after_detailed_placement",unit="µm"} 9940
chip_impl_metric{name="detailroute.via_count",unit=""} 4505
chip_impl_metric{name="largest_register_ff_count",unit=""} 27
chip_impl_info{name="rsz0062_at_grt",value="no"} 1
chip_impl_info{name="min_from",value="code[1]"} 1
chip_impl_metric{name="critPathMaxFanout",unit=""} 17
chip_impl_metric{name="post_synth.cell_area_avg",unit="µm²"} 10.5
chip_impl_info{name="cp-end-kind",value="output port"} 1
chip_impl_metric{name="synth_warnings",unit=""} 4
chip_impl_metric{name="yosys_cells",unit=""} 577
chip_impl_metric{name="numClockSinks",unit=""} 124
chip_impl_info{name="cts_tree",value="done"} 1
chip_impl_metric{name="count_of_library_flops_with_an_enable_pin",unit=""} 72
chip_impl_metric{name="htree_num_levels",unit=""} 4
chip_impl_metric{name="grt_start_max_net_pins",unit=""} 42
chip_impl_metric{name="antenna_violation_net_count_after_detailed_routing",unit=""} 0
chip_impl_info{name="critical_path_class",value="flop to output port"} 1
chip_impl_metric{name="maxSlewViolCount",unit=""} 0
chip_impl_metric{name="globalRoute.totalOverflow",unit=""} 0
chip_impl_metric{name="critPathArrivalTime",unit="ns"} 3.70
chip_impl_metric{name="synth_cells",unit=""} 577
chip_impl_metric{name="regToRegSetupSlack",unit="ns"} 2.76
chip_impl_metric{name="insertion_delay_at_the_late_pin_of_the_worst_skew_pair",unit="ns"} 0.41
chip_impl_metric{name="final.setup_skew",unit="ns"} 0.00728
chip_impl_metric{name="avgViaCountPerCell",unit=""} 6.01
chip_impl_metric{name="wire_length_of_the_first_global_routing_pass",unit="µm"} 23500
chip_impl_metric{name="hold_violations",unit=""} 0
chip_impl_metric{name="syn_area",unit="µm²"} 6080
chip_impl_metric{name="drt_first_pass_iters",unit=""} 18
chip_impl_metric{name="clkSlewWorstSetupHoldPaths",unit="ns"} 0.05
chip_impl_metric{name="layout-area-overhead-vs-synth",unit="%"} 14.6
chip_impl_info{name="hold_path_class",value="flop to flop"} 1
chip_impl_metric{name="dieWidth",unit="µm"} 112
chip_impl_info{name="largest_register_by_flop_count",value="count"} 1
chip_impl_metric{name="wl",unit="µm"} 14500
chip_impl_metric{name="worst_ir_drop_on_vdd",unit="mV"} 0.255
chip_impl_metric{name="cts-buffers-inserted",unit=""} 17
chip_impl_metric{name="worst_r2r_path_depth",unit=""} 16
chip_impl_metric{name="timing.max_slew.rel_slack",unit=""} 0.512
chip_impl_metric{name="finalSetupViolCount",unit=""} 0
chip_impl_info{name="top_regs",value="count x27, code x6"} 1
chip_impl_metric{name="max-cap-violations",unit=""} 0
chip_impl_metric{name="total_power",unit="mW"} 2.18
chip_impl_metric{name="period_needed",unit="ns"} 5.06
chip_impl_metric{name="p_per_area",unit="nW/µm²"} 313
chip_impl_metric{name="layout.area.seq",unit="µm²"} 3200
chip_impl_metric{name="wl_per_cell",unit="µm"} 19.4
chip_impl_metric{name="warning_count",unit=""} 29
chip_impl_info{name="timing.critical_path.from",value="opcode[1]"} 1
chip_impl_metric{name="final_layout_fill_cell_count",unit=""} 954
chip_impl_metric{name="fmax",unit="MHz"} 198
chip_impl_metric{name="drt_first_iter_violations",unit=""} 396
chip_impl_metric{name="worst_slack_setup_final",unit="ns"} 1.74
chip_impl_info{name="cts_root_buffer",value="sky130_fd_sc_hd__clkbuf_16"} 1
chip_impl_info{name="status",value="completed"} 1
chip_impl_metric{name="grt_antenna_before_repair",unit=""} 0
chip_impl_info{name="launching_point_of_the_worst_reg2reg_path",value="opcode[1]"} 1
chip_impl_metric{name="yosysChipArea",unit="µm²"} 6080
chip_impl_metric{name="area_of_the_core",unit="µm²"} 11600
chip_impl_metric{name="io_buffer_count",unit=""} 19
chip_impl_metric{name="vias_in_the_first_global_route",unit=""} 4437
chip_impl_metric{name="timing.critical_path.required",unit="ns"} 5.44
chip_impl_metric{name="final_layout_size_suffix_gt1_frac",unit=""} 0.109
chip_impl_metric{name="ant_diodes",unit=""} 0
chip_impl_metric{name="fp_util",unit=""} 0.524
chip_impl_metric{name="clk_path_buf_depth",unit=""} 2
chip_impl_metric{name="cts_hold_buf",unit=""} 0
chip_impl_info{name="postSynth.topFlopCell",value="sky130_fd_sc_hd__edfxtp_1"} 1
chip_impl_metric{name="die_area",unit="µm²"} 12600
chip_impl_metric{name="placement.setup.worst_slack",unit="ns"} 2.18
chip_impl_metric{name="placementRows",unit=""} 39
chip_impl_metric{name="top_level_ports",unit=""} 21
chip_impl_metric{name="post-cts-setup-buffers",unit=""} 0
chip_impl_metric{name="comb_area",unit="µm²"} 2660
chip_impl_metric{name="detailed_route_drc_error_count",unit=""} 0
chip_impl_metric{name="flip_flop_and_latch_count_after_synthesis",unit=""} 124
chip_impl_metric{name="postLayoutCoreUtil",unit=""} 0.600
chip_impl_info{name="worst_setup_path_start_kind",value="flop"} 1
chip_impl_metric{name="timing.hold.ws",unit="ns"} 0.324
chip_impl_metric{name="track_usage",unit=""} 0.260
chip_impl_metric{name="die_h",unit="µm"} 112
chip_impl_metric{name="fin_tns_setup",unit="ns"} 0
chip_impl_metric{name="timing_worst_slew_pin_value",unit="ns"} 0.726
chip_impl_metric{name="seq_area_frac_synth",unit=""} 0.527
chip_impl_metric{name="power.leakage",unit="nW"} 2.45
chip_impl_metric{name="min_delay_path_depth",unit=""} 0
[metrics by stage]
| stage | cell area [µm²] | instances |
|---|---|---|
| 2_1_floorplan | 6080 | 577 |
| 3_3_place_gp | 6380 | 717 |
| 3_5_place_dp | 6380 | 717 |
| 4_1_cts | 6970 | 749 |
| 5_1_grt | 6970 | 749 |
| 6_report | 6970 | 749 |
[worst max-delay path by stage]
| stage | to | slack [ns] |
|---|---|---|
| CTS | ZF | 1.72 |
| global route | ZF | 1.36 |
| finish | ZF | 1.74 |
[where the power goes]
part | internal, mW | total (mW) | switching, mW
Sequential | 0.830 | 0.851 | 0.0205
Combinational | 0.202 | 0.466 | 0.264
Clock | 0.538 | 0.865 | 0.327
[synth_stat cells, types with 13 or more instances]
library cell               instances  area (µm²)
sky130_fd_sc_hd__nor2b_1          14        87.6
sky130_fd_sc_hd__nand3_1          24         120
sky130_fd_sc_hd__edfxtp_1         72        2160
sky130_fd_sc_hd__clkbuf_1         25        93.8
sky130_fd_sc_hd__o21ai_0          16        80.1
sky130_fd_sc_hd__dfxtp_1          52        1040
sky130_fd_sc_hd__nor2_1           52         195
sky130_fd_sc_hd__a31oi_1          13        81.3
sky130_fd_sc_hd__inv_1            20        75.1
sky130_fd_sc_hd__nand2_1          56         210
sky130_fd_sc_hd__a21oi_1          22         110
sky130_fd_sc_hd__xnor2_1          24         210
sky130_fd_sc_hd__nor3_1           14        70.1
sky130_fd_sc_hd__ha_1             13         163
[final cells by class]
type,count,area share
Timing Repair Buffer,28,0.0370
Sequential cell,124,0.459
Clock inverter,9,0.0104
Tap cell,143,0.0257
Clock buffer,23,0.0738
Multi-Input combinational cell,400,0.382
Inverter,22,0.0118
[cell usage in the layout, fill, tap and decap left out, types with 8 or more instances in the layout]
cell type                         instances
sky130_fd_sc_hd__edfxtp_1                72
sky130_fd_sc_hd__nand2_1                 56
sky130_fd_sc_hd__nor2_1                  52
sky130_fd_sc_hd__dfxtp_1                 52
sky130_fd_sc_hd__nand3_1                 24
sky130_fd_sc_hd__xnor2_1                 24
sky130_fd_sc_hd__a21oi_1                 22
sky130_fd_sc_hd__inv_1                   20
sky130_fd_sc_hd__clkbuf_16               19
sky130_fd_sc_hd__clkdlybuf4s50_1         19
sky130_fd_sc_hd__o21ai_0                 16
sky130_fd_sc_hd__nor3_1                  14
sky130_fd_sc_hd__nor2b_1                 14
sky130_fd_sc_hd__a31oi_1                 13
sky130_fd_sc_hd__ha_1                    13
sky130_fd_sc_hd__mux2i_1                 12
sky130_fd_sc_hd__mux2_2                  12
sky130_fd_sc_hd__nand4_1                  9
sky130_fd_sc_hd__buf_4                    9
sky130_fd_sc_hd__a221oi_1                 8
sky130_fd_sc_hd__nand2b_1                 8
[kinds of logic after synthesis]
family          synth area share
flops                      0.527
buf+inv                   0.0356
fa+ha+maj                 0.0300
compound gates             0.140
other cells             0.000617
simple gates               0.164
mux                       0.0531
xor+xnor                  0.0500
[routing by layer]
metal / part of all wire / wire, µm / up-vias / track usage
met2: 0.45 / 6610 / 177 / 0.387
met4: 0.023 / 341 / 0 / 0.0578
li1: - / - / 2161 / -
met5: 0 / 0 / - / 0
met1: 0.45 / 6550 / 2146 / 0.404
met3: 0.072 / 1040 / 21 / 0.0815
[worst max-delay path: stages, from the launching register on]
cell and delay [ns]:
sky130_fd_sc_hd__dfxtp_1 0.67, sky130_fd_sc_hd__nand2_1 0.17, sky130_fd_sc_hd__nand2_1 0.10, sky130_fd_sc_hd__o21ai_0 0.15, sky130_fd_sc_hd__fa_1 0.48, sky130_fd_sc_hd__nand2b_1 0.18
sky130_fd_sc_hd__a21oi_2 0.16, sky130_fd_sc_hd__xor2_2 0.21, sky130_fd_sc_hd__mux2i_4 0.32, sky130_fd_sc_hd__inv_2 0.10, sky130_fd_sc_hd__nor4_1 0.26, sky130_fd_sc_hd__clkdlybuf4s50_1 0.50
Power figures rest on the tool's default switching activity, not on a simulated workload.
