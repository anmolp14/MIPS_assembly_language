==> flow/design.v <==
`timescale 1ns/10ps
module regdisp (
		input 	       pb1, pb2, pb3, pb4, pb5, clk,
		input wire [3:0]  sw,
		output wire [3:0] out1, out2
		);
wire [3:0] 			       result1, result2;
assign out1 = result1;
assign out2 = result2;
reg [3:0] 			       rr1 = 4'b0000;
reg [3:0] 			       rr2 = 4'b0000;
reg [3:0] 			       wr = 4'b0000;
reg [3:0] 			       wdata = 4'b0000;
regfile a_unit(clk, pb5, rr1, rr2, wr, wdata, result1, result2);
always@(posedge clk) begin
	if (pb1 == 1)
		rr1 = sw;
	if (pb2 == 1)
		rr2 = sw;
	if (pb3 == 1)
		wr = sw;
	if (pb4 == 1)
		wdata = sw;
end  
endmodule
`timescale 1ns / 10ps
module regfile (
	input wire clk, w_enable,
	input wire [3:0] rr1, rr2,
	input wire [3:0] wr, wdata,
	output reg [3:0] out1, out2
);
	reg [3:0] r0;
	reg [3:0] r1;
	reg [3:0] r2;
	reg [3:0] r3;
	reg [3:0] r4;
	reg [3:0] r5;
	reg [3:0] r6;
	reg [3:0] r7;
	reg [3:0] r8;
	reg [3:0] r9;
	reg [3:0] r10;
	reg [3:0] r11;
	reg [3:0] r12;
	reg [3:0] r13;
	reg [3:0] r14;
	reg [3:0] r15;
	always @(posedge clk)
	begin
		case(rr1)
		0: out1 = r0;
		1: out1 = r1;
		2: out1 = r2;
		3: out1 = r3;
		4: out1 = r4;
		5: out1 = r5;
		6: out1 = r6;
		7: out1 = r7;
		8: out1 = r8;
		9: out1 = r9;
		10: out1 = r10;
		11: out1 = r11;
		12: out1 = r12;
		13: out1 = r13;
		14: out1 = r14;
		15: out1 = r15;
		default: out1 = r0;
		endcase
		case(rr2)
		0: out2 = r0;
		1: out2 = r1;
		2: out2 = r2;
		3: out2 = r3;
		4: out2 = r4;
		5: out2 = r5;
		6: out2 = r6;
		7: out2 = r7;
		8: out2 = r8;
		9: out2 = r9;
		10: out2 = r10;
		11: out2 = r11;
		12: out2 = r12;
		13: out2 = r13;
		14: out2 = r14;
		15: out2 = r15;
		default: out2 = r0;
		endcase
		if (w_enable == 1)
		begin
			case(wr)
			0: r0 = wdata;
			1: r1 = wdata;
			2: r2 = wdata;
			3: r3 = wdata;
			4: r4 = wdata;
			5: r5 = wdata;
			6: r6 = wdata;
			7: r7 = wdata;
			8: r8 = wdata;
			9: r9 = wdata;
			10: r10 = wdata;
			11: r11 = wdata;
			12: r12 = wdata;
			13: r13 = wdata;
			14: r14 = wdata;
			15: r15 = wdata;
			default: r0 = wdata;
			endcase
		end
	end
endmodule
==> flow/run.sh <==
#!/bin/bash
# OpenROAD 26Q1-2900-gdf79404cd8, Yosys 0.63+post, stock flow scripts
make -C /OpenROAD-flow-scripts/flow DESIGN_CONFIG=/design/flow/config.mk WORK_HOME=/design/flow/orfs finish
==> flow/config.mk <==
export PLATFORM = sky130hd
export DESIGN_NAME = regdisp
export DESIGN_NICKNAME = regdisp
export VERILOG_FILES = /design/flow/design.v
export SDC_FILE = /design/flow/constraint.sdc
export NUM_CORES = 4
export LEC_CHECK = 1
export CORE_UTILIZATION = 30
==> flow/constraint.sdc <==
current_design regdisp

set clk_period 3.1
set clk_io_pct 0.2

create_clock -name clk0 -period $clk_period [get_ports {clk}]

set non_clock_inputs [all_inputs -no_clocks]
set_input_delay [expr $clk_period * $clk_io_pct] -clock clk0 $non_clock_inputs
set_output_delay [expr $clk_period * $clk_io_pct] -clock clk0 [all_outputs]
==> flow_metrics.py <==
# Physical implementation metrics
metrics = {
    "die": {
        "core-area_mm2": 0.01324,
        "floorplan.core_util_pct": 30.66,
        "dieWidth_um": 118.3,
        "dieArea_mm2": 0.01400,
        "fp-row-count": 42,
        "die_h_um": 118.3,
        "io_pins": 18,
    },
    "layout": {
        "nFillCells": 1292,
        "lay_top_cells": "edfxtp_1, nor2_1, nand2_1, clkdlybuf4s50_1",
        "final_util_pct": 35.32,
        "drive_above_1_share_pct": 9.429,
        "lay_top_count": "edfxtp_1",
        "area_growth_pct": 15.19,
        "final_cells": 526,
    },
    "global_route": {
        "grtUsageTotal_pct": 17.07,
        "met2_usage_pct": 23.42,
        "grt.met3_usage_pct": 7.776,
        "first_global_vias": 2980,
        "grt_max_degree": 28,
        "grt_pass1_wl_um": 17080,
        "antenna_found_initial": 0,
        "grt_util_met1_pct": 25.28,
        "top_usage_layer": "met1",
        "grt_overflow": 0,
    },
    "final_timing": {
        "hold_viol": 0,
        "setup_viol": 0,
        "period_needed_ns": 2.267,
        "rsz0062_at_grt": "false",
        "drv_slew": 0,
        "fin_setup_tns_ns": 0,
        "max_freq_mhz": 441.1,
        "finalCritPeriodShare_pct": 73.13,
        "max_slew.worst_pin.slew_ns": 0.9093,
        "skew_ns": 0.006875,
        "finalWorstSetupSlack_ns": 0.8331,
        "slew_headroom_pct": 39.38,
        "holdWs_ns": 0.6094,
    },
    "critical_path": {
        "critical_path_class": "register to register",
        "cp.arrival_ns": 2.47,
        "crit_path_end_kind": "register",
        "r2r_cells": 5,
        "crit_start": "rr2[2]",
        "path_buffers": 0,
        "path_cells": "mux2i_1, o22ai_1, a311o_1, o211ai_1, o21ai_0",
        "cp-start-kind": "register",
        "r2r-start": "rr2[2]",
        "worstPathRequired_ns": 3.30,
        "cp.depth": 5,
        "slowest_delay_ns": 0.94,
        "r2r_slack_ns": 0.83,
        "critical-path-slowest-cell": "edfxtp_1",
        "path_max_fanout": 23,
        "cp-endpoint": "a_unit.out2[2]",
        "critPathTopFamily": "flip-flops",
        "r2r-end": "a_unit.out2[2]",
    },
    "min_path": {
        "min_path_type": "register to register",
    },
    "clock_network": {
        "cts_sinks": 88,
        "post_cts_resized": 0,
        "cts_buffer_depth": 2,
        "ctsHoldBuffers": 0,
        "numCtsBuffers": 9,
        "clockRootBuffer": "clkbuf_16",
        "cts_setup_buffers": 0,
        "cts_tree": "built",
        "worstSkewPairLatency_ns": 0.34,
        "path_clk_slew_ns": 0.07,
        "h-tree-depth": 3,
    },
    "job": {
        "cap_violations": 0,
        "tool_warnings": 25,
    },
    "routing": {
        "antenna_cells": 0,
        "drt_iter0_markers": 247,
        "wl_per_cell_um": 21.09,
        "vias": 2955,
        "wirelength_um": 11090,
        "drcViolationCount": 0,
        "ant_nets": 0,
        "dr.pass1.iters": 5,
        "viasPerCell": 5.618,
    },
    "synthesis": {
        "simple_gate_share_pct": 14.33,
        "syn_avg_cell_area_um2": 12.38,
        "synth-async-reset-ratio_pct": 0,
        "mux_share_pct": 4.869,
        "synth_top_flop_cell": "edfxtp_1",
        "yosys_warnings": 2,
        "synth-seq-cells": 88,
        "ys_types": 48,
        "xor_share_pct": 0,
        "synthCells": 328,
        "edf_count": 80,
        "ys_cells": 328,
        "synthTopLogicFamily": "AND-OR/OR-AND gates",
        "synthAoiAreaFrac_pct": 14.70,
        "adder_share_pct": 0,
        "syn-cell-area_mm2": 0.004060,
        "synth_seq_share_pct": 63.11,
        "ys_chip_area_mm2": 0.004060,
    },
    "status": {
        "outcome": "finished, final reports clean",
    },
    "power": {
        "ir_drop_v": 0.0002862,
        "comb_power_share_pct": 10.4,
        "swShare_pct": 24.94,
        "powerDensity_mw_per_mm2": 577.7,
        "pwr-share-seq_pct": 52.9,
        "power_frac_clock_pct": 36.7,
        "power.switching_uw": 673.8,
        "p_leak_nw": 1.521,
        "p_int_mw": 2.028,
    },
    "placement": {
        "io_buffers": 17,
        "gp_congestion": 0.9652,
        "dp_slack_ns": 0.6313,
        "dp.cells": 511,
        "hpwlAfterDp_um": 7807,
    },
}
==> synth_stat cells (3+ instances only) <==
cell	number	share of area, %
edfxtp_1	80	59
nor2_1	35	3.2
nand2_1	17	1.6
nand3_1	14	1.7
o21ai_0	14	1.7
a21oi_1	13	1.6
buf_2	13	1.6
mux2i_1	13	3.2
a22oi_1	12	2.2
nor2b_1	11	1.7
nand3b_1	9	1.7
a31oi_1	8	1.2
dfxtp_1	8	3.9
nand2b_1	8	1.2
a32oi_1	7	1.5
mux2_2	6	1.7
a22o_1	4	0.86
nand4_1	4	0.62
nor3_1	4	0.49
o22ai_1	4	0.62
and3_1	3	0.46
inv_1	3	0.28
o211ai_1	3	0.55
o221ai_1	3	0.65
==> power by group through the flow <==
| stage | clock [mW] | combinational, mW | sequential, mW |
|---|---|---|---|
| final | 0.992 | 0.281 | 1.43 |
| after CTS | 1.01 | 0.276 | 1.43 |
| after global routing | 1.06 | 0.305 | 1.44 |
==> worst min path at each step <==
stage	start	end	slack, ns	cells past startpoint
final	a_unit.r0[0]	a_unit.out1[0]	0.61	1
after CTS	a_unit.r0[0]	a_unit.out1[0]	0.59	1
after global routing	a_unit.r0[0]	a_unit.out1[0]	0.62	1
==> worst reg2reg max path, delay by kind of cell, from the launching register on <==
kind / cells / cell delay, ns
flip-flops: 1 / 0.94
AND-OR/OR-AND: 4 / 0.71
multiplexers: 1 / 0.47
==> flip-flops by register name (all words and copies together) (netlist names) <==
name / cells
a_unit.r4: 4
a_unit.r12: 4
a_unit.r8: 4
a_unit.r0: 4
a_unit.r7: 4
a_unit.r10: 4
wr: 4
rr1: 4
a_unit.r15: 4
a_unit.out1: 4
a_unit.r5: 4
a_unit.r1: 4
a_unit.r9: 4
a_unit.r14: 4
a_unit.out2: 4
rr2: 4
wdata: 4
a_unit.r6: 4
a_unit.r2: 4
a_unit.r3: 4
a_unit.r11: 4
a_unit.r13: 4
==> through the flow <==
| stage | instance area (µm²) | total power [mW] |
|---|---|---|
| 2_1_floorplan | 4060 | 1.589 |
| 3_3_place_gp | 4408 | 1.727 |
| 3_5_place_dp | 4408 | 1.728 |
| 4_1_cts | 4677 | 2.716 |
| 5_1_grt | 4677 | 2.796 |
| 6_report | 4677 | 2.702 |
==> cell families (layout without fill, tap and decap cells) <==
kind of cell    Yosys count  after routing
flops                    88             88
mux                      19             19
buf+inv                  22             44
compound gates           85             85
simple gates            114            114
==> final cells by class <==
class | instances | area (µm²) | share of cell area (%)
clock buffers | 9 | 225.2 | 4.815
repair buffers | 26 | 237.7 | 5.083
clock inverters | 6 | 43.79 | 0.9363
well taps | 176 | 220.2 | 4.708
flip-flops and latches | 88 | 2562 | 54.79
multi-input cells | 218 | 1376 | 29.43
inverters | 3 | 11.26 | 0.2408
==> routing by layer <==
layer  vias to the layer above  wire [µm]
li1                       1321          -
met3                        31       1561
met5                         -          0
met4                         0        413
met1                      1396       4571
met2                       207       4547
No activity file was given, so power comes from the tool's default toggle rates.
