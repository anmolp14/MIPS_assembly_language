[flow/config.mk]
export PLATFORM = sky130hd
export DESIGN_NAME = add4
export DESIGN_NICKNAME = add4
export VERILOG_FILES = /design/flow/design.v
export SDC_FILE = /design/flow/constraint.sdc
export NUM_CORES = 4
export LEC_CHECK = 1
export CORE_UTILIZATION = 40
[flow/design.v]
module add4( btn, clk, sw, carry, sf_e, e, rs, rw, d, c, b, a);
output reg sf_e;
output reg e;
output reg rs; 
output reg rw; 
output reg d; 
output reg c; 
output reg b; 
output reg a; 
input wire [3:0] sw;
input wire [1:0] btn;
input wire clk;
output wire carry;
reg [26:0] count = 0;  
reg [15:0] hexout;
reg [5:0] code;  
reg refresh;
wire [3:0] sum;
reg [3:0] m,n;
wire carry1, carry2, carry3;
always @(posedge clk)
begin
        if (btn[0])
        begin
                 m<=sw;
        end
        else if(btn[1])
        begin
                n<=sw;
        end
end
fulladder ins1 (.a(m[0]), .b(n[0]), .carryin(0), .sum(sum[0]), .carryout(carry1));
fulladder ins2 (.a(m[1]), .b(n[1]), .carryin(carry1), .sum(sum[1]), .carryout(carry2));
fulladder ins3 (.a(m[2]), .b(n[2]), .carryin(carry2), .sum(sum[2]), .carryout(carry3));
fulladder ins4 (.a(m[3]), .b(n[3]), .carryin(carry3), .sum(sum[3]), .carryout(carry));
always @(posedge clk)
begin
count <= count+1;
        case (sum[3:0])
                0: hexout = 16'h2320;
                1: hexout = 16'h2321;
                2: hexout = 16'h2322;
                3: hexout = 16'h2323;
                4: hexout = 16'h2324;
                5: hexout = 16'h2325;
                6: hexout = 16'h2326;
                7: hexout = 16'h2327;
                8: hexout = 16'h2328;
                9: hexout = 16'h2329;
                10: hexout = 16'h2421;
                11: hexout = 16'h2422;
                12: hexout = 16'h2423;
                13: hexout = 16'h2424;
                14:hexout = 16'h2425;
                15:hexout = 16'h2426;
                default: hexout = 0;
        endcase
        case (count[26:21])
                0: code <= 6'h03;
                1: code <= 6'h03;
                2: code <= 6'h03;
                3: code <= 6'h02;
                4: code <= 6'h02;
                5: code <= 6'h08;
                6: code <= 6'h00;
                7: code <= 6'h06;
                8: code <= 6'h00;
                9: code <= 6'h0C;
                10: code <= 6'h00;
                11: code <= 6'h01;
                12: code <= hexout[13:8];  
                13: code <= hexout[5:0];  
                default: code <= 6'h10; 
        endcase
refresh <= count[ 20 ];  
sf_e <= 1; e <= refresh;
rs <= code[5]; rw <= code[4];
d <= code[3]; c <= code[2];
b <= code[1]; a <= code[0];
end
endmodule
module fulladder(
	input wire a,
	input wire b,
	input wire carryin,
	output wire sum,
	output wire carryout
	);
	assign sum=(a & b & carryin) | (~a & ~b & carryin) | (~a & b & ~carryin) | (a & ~b & ~carryin);
	assign carryout= (a & b & carryin) | (a & b & ~carryin) | (a & ~b & carryin) | (~a & b & carryin);
endmodule
[flow/constraint.sdc]
current_design add4

set clk_period 4.5
set clk_io_pct 0.2

create_clock -name clk0 -period $clk_period [get_ports {clk}]

set non_clock_inputs [all_inputs -no_clocks]
set_input_delay [expr $clk_period * $clk_io_pct] -clock clk0 $non_clock_inputs
set_output_delay [expr $clk_period * $clk_io_pct] -clock clk0 [all_outputs]
[flow/run.sh]
#!/bin/bash
# OpenROAD 26Q1-2900-gdf79404cd8, Yosys 0.63+post, stock flow scripts
make -C /OpenROAD-flow-scripts/flow DESIGN_CONFIG=/design/flow/config.mk WORK_HOME=/design/flow/orfs finish
==> results.cfg <==
; synthesis and place-and-route metrics
[clocking]
htreeDepth = 2
cts.sinks = 49
ctsHoldBuffers = 0
cts_resized = 0
tritoncts.num_buffers = 5
clk_pin_slew_ps = 80
worstSkewPairLatency_ps = 300
cts_tree = done
cts-root-buf = clkbuf_8
cts_setup_buffers = 0
cts_buffer_depth = 2

[layout]
final_core_util_pct = 48.3
finish.instance_area_um2 = 2310
layout-drive-gt1-share_pct = 8.59
final_common_cell = dfxtp_1
seq_area_um2 = 1060
fin_cells = 265
area_growth_pct = 14.1
fill_cells = 433
final_cell_mix = dfxtp_1, nand2_1, xnor2_1, clkdlybuf4s50_1, inv_1
multiInputGateArea_um2 = 850

[worst_setup_path]
worst_setup_path_end_kind = output pin
crit_start = n[0]$_DFFE_PP_
crit_arrival_ps = 2240
r2r_slack_ps = 1780
crit_fanout = 1
cp-start-kind = flop
rr_endpoint = code[0]$_DFF_P_
critPathKind = flop to output pin
worstPathCellList = ha_1 > inv_1 > fa_1 > fa_1 > inv_1 > fa_1 > clkdlybuf4s50_1
rr_worst_depth = 10
cp.required_ps = 3600
cpMostUsedCell = fa_1
slowest_stage = clkdlybuf4s50_1
slowest_delay_ps = 460
r2r-start = n[0]$_DFFE_PP_

[logic_synthesis]
async_reset_ff_share_pct = 0
yosys_cells = 183
syn_area_per_cell_um2 = 11.1
synth_cell_types = 41
top_cell_area_share_pct = 40.5
synth_adder_area_share_pct = 5.43
synth_seq_share_pct = 52.3
yosys_area_um2 = 2030
synth-warning-count = 2
synth.logic.top_family = simple AND/OR/NAND/NOR gates
aoi_share_pct = 4.44
ys_sh_mux_pct = 0
synth_area_um2 = 2030
netlist_instances = 183
ys_sh_xor_pct = 10.8
ff_type = dfxtp_1
ys.flops = 49
simple_gate_area_share_pct = 21.0
topCellsByArea = dfxtp_1, edfxtp_1, xnor2_1
synth-edff-count = 8
top_area_cell = dfxtp_1

[pwr]
combPwrFrac_pct = 7.5
switching_share_pct = 19.3
p_clk_share_pct = 40.5
cellLeakagePower_nw = 0.884
power.density_nw_per_um2 = 379
total_power_mw = 0.877
ir_worst_vdd_mv = 0.277
intPower_mw = 0.708
p_switching_mw = 0.169
p_seq_share_pct = 52.1

[drt]
firstDrtPassIters = 4
viasPerCell = 4.75
drt-wirelength-per-cell_um = 10.5
drt_iter0_markers = 93
wl_um = 2780
drc = 0
antenna_left = 0
diodes = 0
vias = 1258

[floorplanning]
die_w_um = 73.2
die_height_um = 73.2
dieArea_um2 = 5360
coreArea_um2 = 4790
rows = 25
fp-utilization_pct = 42.4
design.portCount = 16

[grt]
grt_pass1_vias = 1156
antenna_found_initial = 0
grt_start_max_net_pins = 16
grt_most_used_layer = met2
grt_pass1_wl_um = 4930
grt_usage_pct = 12.1
met1_usage_pct = 17.4
grtUsageMet3_pct = 3.78
grt.overflow.total = 0
met2_usage_pct = 19.1

[placed_design]
dp.cells = 257
gp_routability_congestion = 0.815
io_buffers = 14
hpwl_um = 2010
placed_area_um2 = 2180
dp_slack_ps = 1650

[timing]
max_freq_ghz = 0.318
hold_slack_ps = 331
hold_viol_final = 0
fin_tns_setup_ps = 0
worst_pin_slew_ps = 645
maxSlewHeadroom_pct = 56.6
clock_skew_ps = 2.72
grt_setup_unrepaired = no
finalCritPeriodShare_pct = 69.8
finalWorstSetupSlack_ps = 1360
finalMaxSlewViolations = 0
setup_viol = 0
min_period_ps = 3140

[hold_path]
hp-start = code[5]$_DFF_P_
worstHoldEndpoint = rs$_DFF_P_
hold_depth = 0
min_path_type = flop to flop

[run]
tool_warnings = 26
drv_cap = 0

[status]
outcome = completed
worst max path at each step:
stage | to | slack (ps) | depth (start not counted)
CTS | carry | 1310 | 7
global route | carry | 1200 | 7
finish | carry | 1360 | 7
power by group through the flow:
stage	Combinational, mW	Clock, mW	Sequential (mW)
CTS	0.0662	0.368	0.457
global route	0.0742	0.391	0.458
finish	0.0653	0.355	0.456
cell families after synthesis:
kind of cell	count (synthesis)
buf+inv	19
xor+xnor	25
flops	49
compound gates	13
simple gates	69
fa+ha+maj	7
other cells	1
layout make-up:
type                    instances  area share, %
inverters                      12           1.95
flip-flops and latches         49           45.9
multi-input cells             115           36.7
clock buffers                   5           2.97
clock inverters                 3           2.81
repair buffers                 14           6.06
well taps                      67           3.62
cells in the mapped netlist, drive strengths merged, types with 3 or more instances:
cell type	count
a21oi	3
and3	3
buf	4
dfxtp	41
edfxtp	8
fa	3
ha	4
inv	12
nand2	14
nand2b	3
nand3	8
nand4	10
nor2	8
nor2b	4
nor3	5
nor3b	3
nor4	6
xnor2	14
xor2	11
sequential cells by signal, indices dropped and copies added, names as in the netlist, 4 cells and up:
| register | cells |
|---|---|
| code | 6 |
| count | 27 |
| m | 4 |
| n | 4 |
worst max-delay path: cells and delay by family (launching register included):
family	cells	cell delay, ps
flip-flops	1	350
adder cells (fa/ha/maj)	4	1020
buffers and inverters	3	570
per-layer routing:
metal	part of all wire (%)	wire (um)
met5	0	0
met4	1.5	43
met3	4.2	117
met2	45	1250
met1	49	1370
Power is estimated from default activity; no workload was simulated.
